==> design.v <==
module Register(
	clk,en,sclr,in,out
	);
	parameter N=32;
	input clk,en,sclr;
	input[N-1:0] in;
	output reg[N-1:0] out={N{1'b0}};
	always@(posedge clk)begin
		if(sclr)
		    	out<={N{1'b0}};
		else if(en)
			out<=in;
	end
endmodule
module IF_ID_Regs(
	input clk,sclr,en,
	input[31:0] InstrF,PCF,PCPlus4F,
	output[31:0] InstrD,PCD,PCPlus4D
	);
	Register R33(clk,en,sclr,InstrF,InstrD);
	Register R34(clk,en,sclr,PCF,PCD);
	Register R35(clk,en,sclr,PCPlus4F,PCPlus4D);
endmodule
module ID_EX_Regs(
	input clk,sclr,RegWriteD,MemWriteD,ALUSrcD,JumpD,BranchD,JalrD,
	input[1:0] ResultSrcD,
	input [2:0] ALUControlD,func3D,
	input[4:0] Rs1D,Rs2D,RdD,
	input[31:0]  PCD,ExtImmD,PCPlus4D,RD1D,RD2D,
	output RegWriteE,MemWriteE,ALUSrcE,JumpE,BranchE,JalrE,
	output[1:0] ResultSrcE,
	output [2:0] ALUControlE,func3E,
	output[4:0] Rs1E,Rs2E,RdE,
	output[31:0]  PCE,ExtImmE,PCPlus4E,RD1E,RD2E
	);
	Register #(1) R1(clk,1'b1,sclr,RegWriteD,RegWriteE);
	Register #(1) R2(clk,1'b1,sclr,MemWriteD,MemWriteE);
	Register #(1) R3(clk,1'b1,sclr,JumpD,JumpE);
	Register #(1) R4(clk,1'b1,sclr,ALUSrcD,ALUSrcE);
	Register #(1) R5(clk,1'b1,sclr,BranchD,BranchE);
	Register #(1) R6(clk,1'b1,sclr,JalrD,JalrE);
	Register #(2) R7 (clk,1'b1,sclr,ResultSrcD,ResultSrcE);
	Register #(3) R8 (clk,1'b1,sclr,ALUControlD,ALUControlE);
	Register #(3) R9 (clk,1'b1,sclr,func3D,func3E);
	Register #(5) R10 (clk,1'b1,sclr,Rs1D,Rs1E);
	Register #(5) R11 (clk,1'b1,sclr,Rs2D,Rs2E);
	Register #(5) R12 (clk,1'b1,sclr,RdD,RdE);
	Register R13 (clk,1'b1,sclr,PCD,PCE);
	Register R14(clk,1'b1,sclr,ExtImmD,ExtImmE);
	Register R15(clk,1'b1,sclr,PCPlus4D,PCPlus4E);
	Register R16(clk,1'b1,sclr,RD1D,RD1E);
	Register R17(clk,1'b1,sclr,RD2D,RD2E);
endmodule
module EX_Mem_Regs(
	input clk,RegWriteE,MemWriteE,
	input [1:0] ResultSrcE,
	input[4:0] RdE,
	input[31:0] ALUResultE,WriteDataE,ExtImmE,PCPlus4E,
	output RegWriteM,MemWriteM,
	output [1:0] ResultSrcM,
	output[4:0] RdM,
	output[31:0] ALUResultM,WriteDataM,ExtImmM,PCPlus4M
	);
	Register #(1) R18(clk,1'b1,1'b0,RegWriteE,RegWriteM);
	Register #(1) R19(clk,1'b1,1'b0,MemWriteE,MemWriteM);
	Register #(2) R20 (clk,1'b1,1'b0,ResultSrcE,ResultSrcM);
	Register #(5) R21 (clk,1'b1,1'b0,RdE,RdM);
	Register R22 (clk,1'b1,1'b0,ALUResultE,ALUResultM);
	Register R23 (clk,1'b1,1'b0,WriteDataE,WriteDataM);
	Register R24 (clk,1'b1,1'b0,ExtImmE,ExtImmM);
	Register R25 (clk,1'b1,1'b0,PCPlus4E,PCPlus4M);
endmodule
module Mem_WB_Regs(
	input clk,RegWriteM,
	input[1:0] ResultSrcM,
	input[4:0] RdM,
	input[31:0]	ALUResultM,ReadDataM,ExtImmM,PCPlus4M,
	output RegWriteW,
	output[1:0] ResultSrcW,
	input[4:0] RdW,
	output[31:0]	ALUResultW,ReadDataW,ExtImmW,PCPlus4W
	);
	Register #(1) R26(clk,1'b1,1'b0,RegWriteM,RegWriteW);
	Register #(2) R27 (clk,1'b1,1'b0,ResultSrcM,ResultSrcW);
	Register #(5) R28 (clk,1'b1,1'b0,RdM,RdW);
	Register R29 (clk,1'b1,1'b0,ALUResultM,ALUResultW);
	Register R30 (clk,1'b1,1'b0,ReadDataM,ReadDataW);
	Register R31 (clk,1'b1,1'b0,ExtImmM,ExtImmW);
	Register R32 (clk,1'b1,1'b0,PCPlus4M,PCPlus4W);
endmodule
==> run.sh <==
#!/bin/bash
# OpenROAD 26Q1-2900-gdf79404cd8, Yosys 0.63+post, stock flow scripts
make -C /OpenROAD-flow-scripts/flow DESIGN_CONFIG=/design/flow/config.mk WORK_HOME=/design/flow/orfs finish
==> config.mk <==
export PLATFORM = sky130hd
export DESIGN_NAME = EX_Mem_Regs
export DESIGN_NICKNAME = EX_Mem_Regs
export VERILOG_FILES = /design/flow/design.v
export SDC_FILE = /design/flow/constraint.sdc
export NUM_CORES = 4
export LEC_CHECK = 1
export CORE_AREA = 10 10 154 154
export DIE_AREA = 0 0 164 164
==> constraint.sdc <==
current_design EX_Mem_Regs

set clk_period 1.0
set clk_io_pct 0.2

create_clock -name clk0 -period $clk_period [get_ports {clk}]

set non_clock_inputs [all_inputs -no_clocks]
set_input_delay [expr $clk_period * $clk_io_pct] -clock clk0 $non_clock_inputs
set_output_delay [expr $clk_period * $clk_io_pct] -clock clk0 [all_outputs]
==> impl_metrics.ini <==
; yosys + openroad results
[yosys]
synth_top_area_share_pct = 100.0
synth_top_cell_by_area = dfxtp_1
synth-seq-area-share_pct = 100.0
yosys-stat-area_um2 = 2743
synth_area_um2 = 2743
synth_cell_type_count = 1
syn_area_per_cell_um2 = 20.02
numSynthFlops = 137
synthCells = 137
yosys_warnings = 4
ys_cells = 137
synth.area.top_cells = dfxtp_1 100%

[floorplan]
die_h_um = 164
io_pins = 275
die_w_um = 164
core_region_area_um2 = 20300
chip_area_um2 = 26900
rows = 52
fp_util_pct = 13.51

[global_route]
grt_pass1_vias = 2277
grt_start_max_net_pins = 17
antenna_found_initial = 0
grtUsageTotal_pct = 7.017
grt_overflow = 0
grt_first_pass_wirelength_um = 14200

[power]
power.internal_w = 0.01020
power_switching_w = 0.002633
p_total_w = 0.01283
combPwrFrac_pct = 6.1
netSwitchingFraction_pct = 20.52
ir_drop_mv = 1.008
p_seq_share_pct = 45.4
clockPowerShare_pct = 48.6
power_leakage_nw = 2.528
pwr_density_cell_nw_per_um2 = 2222

[worst_setup_path]
critPathLaunchType = flop
crit_buf_inv = 1
required_ns = 0.80
crit_arrival_ns = 0.84
cp-end-kind = output pin
crit_path_top_delay_cell = dfxtp_2
cp_max_fo = 1
path_cells = buf_6
criticalPathCategory = reg2out
crit_family = flip-flops
crit_path_max_incr_delay_ns = 0.32

[sta]
slew_headroom_pct = 88.21
drv_slew = 0
tightestPinTransition_ns = 0.1769
setup_violations = 103
max_freq_mhz = 964.2
hold_viol = 0
fin_ws_ns = -0.03715
post-route-period-util_pct = 103.7
whs_ns = 0.2214
rsz0062_at_grt = true
period_minus_slack_ns = 1.037

[drt]
drtPass1Iterations = 3
wirelength_um = 10070
vias = 2051
drtIter0Drc = 29
via_per_inst = 2.877
diodes = 0
wl_per_cell_um = 14.12
detail-route-antenna-nets = 0
drc = 0

[job]
tool_warnings = 27
drv_cap = 0

[clock_network]
root_buffer = clkbuf_16
cts-hold-fix-buffers = 0
postCtsSetupRepairBufs = 0
htreeDepth = 4
cts_tree = yes
clkSinkCount = 137
cts_buffers = 17
cts.path.max_buffers = 2
clk_pin_slew_worst_paths_ns = 0.06

[layout]
logic_area_um2 = 0
nFillCells = 2102
syn2layout_area_growth_pct = 110.5
drive_above_1_share_pct = 42.66
logic_gate_count = 0
ff_latch_area_um2 = 2768

[placed_design]
hpwlAfterDp_um = 8426
gp_routability_congestion = 0.7989
io_buffers = 274

[hold_path]
worstHoldPathType = in2reg

[status]
status = finished, violations left
violations = negative setup slack
[final timing paths]
path | start | to | slack (ns) | cells after the start
worst max-delay path | R25.out[12] | PCPlus4M[12] | -0.04 | 1
worst min-delay path | RdE[2] | R21.out[2] | 0.22 | 1
[Yosys cell counts]
cell / n
dfxtp_1: 137
[layer usage]
metal | part of all wire, % | vias up | track usage (%)
met2 | 50 | 155 | 11.89
met4 | 1.4 | 0 | 1.178
met1 | 33 | 870 | 6.842
met3 | 16 | 9 | 5.184
li1 | - | 1017 | -
met5 | 0 | - | 0
[power groups by stage]
stage | clock, W | sequential (W) | combinational, W
CTS | 0.00646 | 0.00582 | 0.000805
global route | 0.00672 | 0.00584 | 0.000847
finish | 0.00623 | 0.00582 | 0.000777
[flip-flops by register name, summed over array words and instances, names as in the netlist]
name and cells:
R23.out 32, R25.out 32, R20.out 2, R19.out 1, R18.out 1, R22.out 32
R24.out 32, R21.out 5
[logic make-up after synthesis]
logic type / count (synthesis) / share of synthesized area (%)
flip-flops: 137 / 100.0
[cell type report]
cell class,count,area share [%]
flip-flops and latches,137,47.93
repair buffers,274,35.84
clock buffers,18,7.606
well taps,270,5.850
clock inverters,14,2.774
[repair_timing]
action                     4_1_cts  5_1_grt
pin swaps                        0        0
setup endpoints to repair      137      137
resized                        446        8
[metrics by stage]
| stage | setup TNS (ns) | std cells | utilization (%) | setup slack (ns) | area [µm²] |
|---|---|---|---|---|---|
| after floorplan | 0 | 137 | - | 0.5385 | 2743 |
| after detailed placement | -0.08942 | 681 | 28.69 | -0.06758 | 5823 |
| after CTS | -5.243 | 713 | 28.40 | -0.07333 | 5764 |
| final | -0.9347 | 713 | 28.45 | -0.03715 | 5774 |
| after global placement | -0.07718 | 681 | 28.69 | -0.05503 | 5823 |
| after global routing | -7.896 | 713 | 28.45 | -0.08198 | 5774 |
[cells in the final DEF (no fill, tap or decap)]
cell	n
buf_2	135
dfxtp_1	117
clkdlybuf4s50_1	137
clkbuf_16	17
bufinv_16	2
dfxtp_2	20
clkinv_2	1
clkinvlp_4	1
inv_6	6
clkinv_4	4
clkbuf_8	1
buf_6	2

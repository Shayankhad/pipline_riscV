## flow/config.mk

```make
export PLATFORM = sky130hd
export DESIGN_NAME = RegisterFile
export DESIGN_NICKNAME = RegisterFile
export VERILOG_FILES = /design/flow/design.v
export SDC_FILE = /design/flow/constraint.sdc
export NUM_CORES = 4
export LEC_CHECK = 1
export CORE_UTILIZATION = 50
```

## flow/constraint.sdc

```tcl
current_design RegisterFile

set clk_period 10.6
set clk_io_pct 0.2

create_clock -name clk0 -period $clk_period [get_ports {clk}]

set non_clock_inputs [all_inputs -no_clocks]
set_input_delay [expr $clk_period * $clk_io_pct] -clock clk0 $non_clock_inputs
set_output_delay [expr $clk_period * $clk_io_pct] -clock clk0 [all_outputs]
```

## flow/design.v

```verilog
module RegisterFile(
	input clk,we,
	input [4:0] A1,A2,A3,
	input[31:0] WD3,
	output[31:0] RD1,RD2
	);
	reg[31:0] regs [0:31];
	initial begin
		regs[0]=32'b0;
	end
	assign RD1=regs[A1];
	assign RD2=regs[A2];
	always@(negedge clk)begin 
		if(we== 1 && A3 != 32'b0)
			regs[A3] <= WD3;
		else
			regs[A3] <= regs[A3];
	end
endmodule			
```

## flow/run.sh

```bash
#!/bin/bash
# OpenROAD 26Q1-2900-gdf79404cd8, Yosys 0.63+post, stock flow scripts
make -C /OpenROAD-flow-scripts/flow DESIGN_CONFIG=/design/flow/config.mk WORK_HOME=/design/flow/orfs finish
```

==> metrics.cfg <==
[routing]
wl_mm=153
drtIter0Drc=2245
dr.pass1.iters=6
via_per_inst=5.91
postRouteAntennaNets=0
post-route-drc-count=0
route.vias.total=34900
wl_per_cell_microns=25.8

[final_layout]
reg_top3=regs (1024)
final_cell_count_no_fill=5917
drive_gt1_share_pct=7.85
logic_area_sq_um=16900
syn2layout_area_growth_pct=22.3
largest_reg_flops=1024
final_util_pct=61.7
regMostFlops=regs
seq_area_sq_um=30700
nFillCells=6886

[clock_tree]
cts.clk_slew.worst_paths_ns=0.03
tritoncts=yes
clockBufferDepth=3
cts_buffers=117
hold_buffers=0
cts_resized=0
cts_sinks=1024
post_cts_buffers=0
htree_levels=3
cts_root_buffer=clkbuf_16

[critical_path]
worstPathRequired_ns=8.48
cp.arrival_ns=8.16
path_max_fanout=2
critical_path_class=reg -> out
end_kind=primary output
crit_path_start_kind=register

[yosys]
yosys_most_used_dff=edfxtp_1
synth-xor-area-share_pct=0
ys.flops=1024
yosysTopAreaCellShare_pct=63.1
synth.distinct_cells=25
ys_cells=3387
synth-edff-count=1024
topCellsByArea=edfxtp_1, mux2i_1, a22oi_1
ys_seq_share_pct=63.1
mux_share_pct=21.0
aoi_share_pct=8.05
largest_area_cell=edfxtp_1
netlist_area_sq_um=48800
ys_chip_area_sq_um=48800
synthAdderAreaFrac_pct=0
synthArstFlopShare_pct=0
avgSynthCellArea_sq_um=14.4
synth-simple-area-share_pct=4.71
ys_warn_count=1
ys_top_logic_family=multiplexers
common_cells=edfxtp_1, mux2i_1, nand2_1, nand3_1
synthCells=3387

[hold_path]
hp-class=in -> out

[job]
cap_violations=0
tool_warnings=1027

[die]
boundaryPins=113
die_w_microns=314
core-area_sq_um=96700
initCoreUtil_pct=50.4
dieHeight_microns=314
fp.dieArea_sq_um=98800
fp-row-count=114

[grt]
grt_util_all_layers_pct=34.1
antenna_found_initial=1
grt_max_degree=99
gr-usage-met1_pct=41.5
grt_pass1_wl_mm=223
grt_use_met3_pct=26.9
use_met2_pct=45.9
top_usage_layer=met2
globalRoute.totalOverflow=0
first_global_vias=38400

[placement]
dpl.cell_count=4677
io_buffers=112
dp_hpwl_mm=83.7
gp_congestion=0.944
preCtsSetupSlack_ns=0.788

[status]
status=completed

[sta]
final-setup-viol-count=0
worst-slew-pin-transition_ns=0.954
rsz0062_at_grt=false
max_slew_margin_pct=36.3
setup_tns_ns=0
fin_hold_ws_ns=5.54
fin_ws_ns=0.320
drv_slew=0
hold_viol_final=0

[pwr]
peakVddDrop_mv=0.151
power_density_nw_per_um2=190
leakage_uw=0.0262

==> worst max-delay path: stages, from the launching register on <==
cell             delay [ns]
edfxtp_1               0.35
mux2i_1                0.08
a22o_1                 0.25
nor3_1                 0.63
a31oi_1                0.19
nand3_1                0.18
clkdlybuf4s50_1        0.48
==> cell type report <==
class | count | area share, %
Sequential cell | 1024 | 51.5
Clock buffer | 121 | 5.08
Antenna cell | 2 | 0.00839
Timing Repair Buffer | 236 | 3.90
Tap cell | 1276 | 2.68
Multi-Input combinational cell | 2140 | 28.3
Clock inverter | 1118 | 8.50
==> path summary, 6_finish.rpt <==
path	end	slack [ns]	start	cells past startpoint
min	RD2[0]	5.54	A2[1]	6
max	RD1[14]	0.32	regs[0][14]$_DFFE_NP_	6
==> placed cells by master, fill, tap and decap left out, types with 3 or more instances in the layout <==
master / Yosys / routed
inv_1: 1 / 1051
clkdlybuf4s50_1: 0 / 110
nor2_4: 0 / 33
nor3_1: 64 / 64
a22oi_1: 192 / 192
clkinvlp_2: 0 / 32
conb_1: 1 / 32
a31oi_1: 64 / 64
a21oi_1: 192 / 192
bufinv_16: 0 / 31
nor2b_4: 0 / 4
buf_12: 0 / 21
or3b_2: 3 / 3
buf_4: 52 / 103
nand3_1: 194 / 194
edfxtp_1: 1024 / 1024
clkbuf_16: 0 / 121
nand2b_2: 0 / 4
a22o_1: 128 / 128
mux2i_1: 1024 / 1024
nand2_1: 195 / 193
nand3b_1: 5 / 5
==> cell families (layout without fill, tap and decap cells) <==
family	Yosys count	count (layout)
buffers and inverters	254	1475
muxes	1024	1024
other	1	34
DFF	1024	1024
and+or+nand+nor	508	508
AOI/OAI and AO/OA	576	576
==> power by group <==
group          total [uW]  internal (uW)  switching [uW]
sequential           4580           4550            24.3
combinational         862            318             544
clock                5880           3310            2570
==> routing by layer <==
metal | part of all wire, % | wire length (microns) | up-vias
met4 | 3.2 | 4880 | 12
met3 | 17 | 25900 | 317
met5 | 0.25 | 384 | -
met2 | 45 | 68700 | 2361
li1 | - | - | 15700
met1 | 35 | 52800 | 16600
==> through the flow <==
step | instance area [sq um] | power, uW
final | 59700 | 11300
after global routing | 59700 | 12000
after CTS | 59700 | 11500
after detailed placement | 51600 | 6040
after global placement | 51600 | 6030
after floorplan | 48900 | 5660
Power is estimated from default activity; no workload was simulated.
